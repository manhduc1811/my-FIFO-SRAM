### flow/run.sh
#!/bin/bash
# OpenROAD 26Q1-2900-gdf79404cd8, Yosys 0.63+post, stock flow scripts
make -C /OpenROAD-flow-scripts/flow DESIGN_CONFIG=/design/flow/config.mk WORK_HOME=/design/flow/orfs finish
### flow/config.mk
export PLATFORM = sky130hd
export DESIGN_NAME = mySRAM
export DESIGN_NICKNAME = mySRAM
export VERILOG_FILES = /design/flow/design.v
export SDC_FILE = /design/flow/constraint.sdc
export NUM_CORES = 4
export LEC_CHECK = 1
export CORE_UTILIZATION = 30
### flow/constraint.sdc
current_design mySRAM

set clk_period 3.4
set clk_io_pct 0.2

create_clock -name clk0 -period $clk_period [get_ports {clk}]

set non_clock_inputs [all_inputs -no_clocks]
set_input_delay [expr $clk_period * $clk_io_pct] -clock clk0 $non_clock_inputs
set_output_delay [expr $clk_period * $clk_io_pct] -clock clk0 [all_outputs]
### flow/design.v
module mySRAM 
#(	parameter               BITS             = 12, 
                            WORD_DEPTH       = 8, 
                            ADDR_WIDTH       = 3
)
(   input        		    clk,                                                 
    input        		    rst_n,                                               
    input        		    read,                                                
    input        		    write,                                               
    input  [BITS-1:0]       data_in,                                             
    output [BITS-1:0]       data_out,                                            
    output       		    ready,                                               
    output      		    overflow                                             
);    
    reg    [BITS-1:0] 		fifo_buff        [WORD_DEPTH-1:0];                   
    reg    [ADDR_WIDTH:0]   write_count;
	reg    [ADDR_WIDTH:0]   read_count;
	wire   [ADDR_WIDTH:0]   count            = write_count - read_count;        
	wire   [ADDR_WIDTH-1:0] write_pointer    = write_count[ADDR_WIDTH-1:0];      
    wire   [ADDR_WIDTH-1:0] read_pointer     = read_count[ADDR_WIDTH-1:0];       
    always @ (posedge clk or negedge rst_n) begin
        if (!rst_n) begin
            write_count                      <= 0;                               
            read_count                       <= 0;                               
        end else begin
            if (write & ~overflow) begin                                         
				fifo_buff[write_pointer]     <= data_in;
				write_count                  <= write_count + 1;
            end 
			if (read & ready) begin                                              
				read_count                   <= read_count + 1;
			end
        end
    end
    assign data_out                          = fifo_buff[read_pointer];          
    assign overflow                          = count[ADDR_WIDTH];                
	assign ready                             = (count != 0);                     
endmodule
==> PnR_summary.wiki <==
=== Physical design figures ===
{| class="wikitable"
! Metric !! Value
|-
| Run status || completed
|-
| Buffer levels on the longest clock path || 2
|-
| Via count of the routed design || 2395
|-
| Synthesis area per yosys || 4240 um^2
|-
| Register area || 3090 um^2
|-
| Flip-flop and latch count after synthesis || between 100 and 150
|-
| Instance area after placement || 4810 um^2
|-
| Largest net degree at the start of global routing || 24
|-
| Worst setup skew after layout || 0.00565 ns
|-
| Final Hold Viols || 0
|-
| Peak supply drop || 0.549 mV
|-
| Total global routing track utilization || 12.7%
|-
| Clock latency on the worst-skew pair || 0.33 ns
|-
| Library cell appearing most often on the critical path || sky130_fd_sc_hd__ha_1
|-
| Routability-driven placement congestion ratio || 0.773
|-
| Growth of design area from synthesis to finish || 22.0%
|-
| Maximum fanout encountered on the critical timing path || 7
|-
| CORE AREA || 13800 um^2
|-
| Max-slew violation total from the final report || 0
|-
| Starting density of the core || between 30% and 40%
|-
| Total gr overflow || 0
|-
| Final cell area excluding filler cells || 5170 um^2
|-
| CTS tree || yes
|-
| Total wire length || approximately 8.5 mm
|-
| Worst hold path startpoint || write_count[3]
|-
| CTS sink count || 104
|-
| Antenna diode instance count || 0
|-
| Hold Path Stages || 1
|-
| Maximum Capacitance Violations || 0
|-
| Total cells reported by yosys after synthesis || ~250
|-
| Origin of the critical flop-to-flop path || read_count[2]
|-
| Number of flops mapped to enable cells by yosys || 96
|-
| Global-route wire length before repair || between 10 and 15 mm
|-
| Mean Syn Cell Area || 16.8 um^2
|-
| Share of synthesized area occupied by flip-flops and latches || 72.7%
|-
| Detailed placement HPWL || 5.27 mm
|-
| Leakage dissipation || 0.00175 uW
|-
| Cells along the critical path || ha_1, ha_1, a222oi_1, o21ai_0, mux2_2, clkdlybuf4s50_1
|-
| Endpoint, Worst Hold || write_count[3]
|-
| Total I/O pin count || 30
|-
| Crit path DAT || 2.56 ns
|-
| Clock root buffer master || sky130_fd_sc_hd__clkbuf_16
|-
| Unique cell type count in the Yosys netlist || 36
|-
| Capturing element type of the critical path || output port
|-
| Transition time at the pin with the least slew margin || 0.599 ns
|-
| Required time worst endpoint || 2.72 ns
|-
| Fmax achieved || 308 MHz
|-
| Overall die area || 14600 um^2
|-
| Gate count after technology mapping || 252
|-
| Antenna-violating nets left || 0
|-
| Cts bufs inserted || 9
|-
| CTS clk-pin slew, worst paths || 0.06 ns
|-
| Pwr per Cell Area || 875 nW/um^2
|-
| Count of endpoints failing setup in the final report || 0
|-
| Relative max-transition margin || 59.9%
|-
| Die span in x || 121 um
|-
| Fraction of layout instances using a drive strength above 1 || 18.4%
|-
| Reg2Reg Setup Slack || 0.69 ns
|-
| # port buffers || 29
|-
| Reg-to-reg endpoint || fifo_buff[5][6]
|-
| Total Negative Setup Slacks || 0 ns
|-
| Commonest flop || sky130_fd_sc_hd__edfxtp_1
|-
| Final critical delay including setup and external delays || 3.24 ns
|-
| Number of global-route vias before repair || approximately 2500
|-
| Path depth of the worst reg2reg path || 7
|-
| Height of the chip || about 120 um
|-
| Worst min-delay path class || flip-flop to flip-flop
|-
| Largest stage delay on the critical path || between 0.4 and 0.5 ns
|-
| Count of routing violations after the opening detailed-route iteration || between 150 and 200
|-
| Antenna violations before repair || 0
|-
| Worst Path Class, Setup || flip-flop to output port
|-
| DR pass1 iterations || 4
|-
| FFs w/ async S/R, synth || 7.69%
|-
| Number of warnings printed during yosys synthesis || 2
|-
| Fill cells || 1261
|-
| Cell Rows || approximately 43
|-
| Final Cycle Share || ~95%
|-
| Detailed-route DRC error count || 0
|-
| CP max stage cell || sky130_fd_sc_hd__dfrtp_2
|-
| Logic area || 1070 um^2
|-
| Worst setup SP type || flip-flop
|-
| Cell Area, Synth || 4240 um^2
|-
| H-tree level count || 3
|-
| Final routed wire length divided by cell count || 17.5 um
|-
| Tool warnings || 33
|-
| Ratio of routed vias to standard cells || 4.95
|}
## state kept, by name (all words and copies together) (netlist names)
signal and count:
fifo_buff 96, read_count 4, write_count 4
## worst max path at each step
stage             startpoint          end  slack [ns]  cells after the start
finish         read_count[0]  data_out[4]        0.16                      6
CTS           write_count[0]        ready       0.002                      8
global route  write_count[0]        ready       -0.03                      8
## Yosys cell counts (4+ instances only)
master                     number  area, um^2
sky130_fd_sc_hd__nand2_1        8        30.0
sky130_fd_sc_hd__clkbuf_1       8        30.0
sky130_fd_sc_hd__edfxtp_1      96        2880
sky130_fd_sc_hd__xnor2_1        5        43.8
sky130_fd_sc_hd__a221oi_1      12         105
sky130_fd_sc_hd__and4_1         6        52.6
sky130_fd_sc_hd__inv_1          7        26.3
sky130_fd_sc_hd__mux2_2         8        90.1
sky130_fd_sc_hd__nor2_1        13        48.8
sky130_fd_sc_hd__o21ai_0        4        20.0
sky130_fd_sc_hd__a21oi_1       14        70.1
sky130_fd_sc_hd__a221o_1        7        70.1
sky130_fd_sc_hd__dfrtp_1        8         200
sky130_fd_sc_hd__a222oi_1      12         120
sky130_fd_sc_hd__ha_1          15         188
## critical path: cells and delay by family (launching register included)
kind / cells / cell delay [ns]
muxes: 1 / 0.31
adders and majority gates: 2 / 0.56
DFF: 1 / 0.45
AOI/OAI and AO/OA: 2 / 0.49
buffers and inverters: 1 / 0.43
## per-layer routing
metal	up-vias	track usage (%)	share of wire, %	wire length, um
met1	1183	18.4	45	3820
met5	-	0	0	0
met2	86	18.4	46	3900
li1	1119	-	-	-
met3	7	6.38	7.8	663
met4	0	1.70	0.82	69
## repair_timing
action,in CTS,in global routing
endpoints found under the hold margin,0,0
hold buffers,0,0
setup buffers,0,4
setup endpoints to repair,0,10
resized,0,7
## power breakdown
part	switching, uW	internal [uW]
Combinational	873	947
Sequential	86.1	1550
Clock	424	647
## layout by cell type, fill, tap and decap left out, drive strengths merged, types with 2 or more instances in the layout
master	synthesis	final
a21oi	15	15
a222oi	12	12
clkdlybuf4s50	0	29
buf	5	20
xnor2	5	5
and2	2	2
bufinv	0	2
mux2	9	9
nor2	13	13
a41oi	3	3
and3	3	3
a221o	7	7
o21ai	4	4
edfxtp	96	96
nand2	8	8
a221oi	12	12
mux2i	2	2
clkbuf	8	11
nand3b	2	2
and4	6	6
nor3b	2	2
inv	7	8
dfrtp	8	8
ha	15	15
## metrics by stage
step	util (%)	hold slack [ns]	power (uW)	setup WS, ns	cells
finish	37.4	0.533	4520	0.158	484
global route	37.4	0.551	4840	-0.0286	484
CTS	37.1	0.533	4510	0.00243	480
detailed placement	34.8	0.520	3430	0.383	464
global placement	34.8	0.517	3410	0.392	464
floorplan	-	0.384	2690	0.849	252
## layout make-up
| type | instances | area share, % |
|---|---|---|
| tap | 180 | 4.36 |
| multi-input combinational | 128 | 20.8 |
| inverter | 7 | 0.508 |
| timing repair buffer | 49 | 8.59 |
| clock buffer | 11 | 4.50 |
| sequential | 104 | 59.7 |
| clock inverter | 5 | 1.57 |
## cells by family after synthesis
family / synth area share, %
AND-OR/OR-AND: 10.4
XOR/XNOR: 1.24
adder cells (fa/ha/maj): 4.90
buffers and inverters: 2.04
flip-flops: 72.7
multiplexers: 2.95
AND/OR/NAND/NOR: 5.73
Power figures rest on the tool's default switching activity, not on a simulated workload.
