--- flow/design.v ---
module myFFTsram (
    input        clk,                              
    input        rst_n,                             
    input        read,                             
    input        write,                            
    input  [7:0] data_in,                          
    output [7:0] data_out,                         
    output       ready,                            
    output reg   overflow                         
);    
    reg    [7:0] fifo_buff [7:0];                  
    reg    [2:0] write_pointer;                    
    reg    [2:0] read_pointer;                     
    always @ (posedge clk or negedge rst_n) begin
        if (!rst_n) begin
            write_pointer                       <= 0;                               
            read_pointer                        <= 0;                               
            overflow                            <= 0;                               
        end else begin
            if (write) begin
                if ((write_pointer + 3'b1) != read_pointer) begin 
                    fifo_buff[write_pointer] 	<= data_in;                         
                    write_pointer               <= write_pointer + 3'd1;            
                end 
				else begin
                    overflow                    <= 1;                               
                end
            end
            if (read && ready) begin
                read_pointer                    <= read_pointer + 3'd1;             
                overflow                        <= 0;                               
            end 
        end
    end
    assign ready                                = (write_pointer != read_pointer); 
    assign data_out                             = fifo_buff[read_pointer];         
endmodule
--- flow/run.sh ---
#!/bin/bash
# OpenROAD 26Q1-2900-gdf79404cd8, Yosys 0.63+post, stock flow scripts
make -C /OpenROAD-flow-scripts/flow DESIGN_CONFIG=/design/flow/config.mk WORK_HOME=/design/flow/orfs finish
--- flow/config.mk ---
export PLATFORM = sky130hd
export DESIGN_NAME = myFFTsram
export DESIGN_NICKNAME = myFFTsram
export VERILOG_FILES = /design/flow/design.v
export SDC_FILE = /design/flow/constraint.sdc
export NUM_CORES = 4
export LEC_CHECK = 1
export CORE_UTILIZATION = 30
--- flow/constraint.sdc ---
current_design myFFTsram

set clk_period 4.5
set clk_io_pct 0.2

create_clock -name clk0 -period $clk_period [get_ports {clk}]

set non_clock_inputs [all_inputs -no_clocks]
set_input_delay [expr $clk_period * $clk_io_pct] -clock clk0 $non_clock_inputs
set_output_delay [expr $clk_period * $clk_io_pct] -clock clk0 [all_outputs]
==> impl_metrics.json <==
{
  "min_from": "overflow",
  "clk_latency_ns": 0.34,
  "syn-cell-area_sq_mm": 0.00304,
  "fin_crit_ns": 4.07,
  "largest_area_cell": "edfxtp_1",
  "drt-total-wl_microns": 6050,
  "first_global_vias": 1809,
  "wl_per_cell_microns": 16.9,
  "ys_area_sq_mm": 0.00304,
  "skew_ns": 0.00799,
  "grt.total_usage": 0.129,
  "synth_flop_count": 71,
  "path_delay_family": "simple AND/OR/NAND/NOR gates",
  "drive_above_1_share": 0.191,
  "synthTopCellsByCount": "edfxtp_1, ha_1, nor3_1",
  "reg2reg_depth": 7,
  "worst_pin_slew_ns": 0.621,
  "cts.sinks": 71,
  "finalSetupViolCount": 0,
  "warnings": 33,
  "cts_buffer_depth": 2,
  "initCoreUtil": 0.310,
  "timing.slew.headroom": 0.585,
  "synth_top_area_share": 0.631,
  "cp-start-kind": "register",
  "netlist-cell-type-count": 41,
  "period_used_share": 0.904,
  "cap_violations": 0,
  "enable_flop_cells": 64,
  "pre_cts_ws_ns": 0.779,
  "drt-pass1-iter-count": 6,
  "hold_path.class": "reg2reg",
  "rsz0062_at_grt": "false",
  "cp_max_fo": 9,
  "grt_pass1_wl_microns": 9580,
  "fp.dieW_microns": 103,
  "antenna_found_initial": 0,
  "ios": 22,
  "r2r-end": "fifo_buff[2][5]",
  "netlist_instances": 190,
  "slew_viol_final": 0,
  "cts_setup_buffers": 0,
  "detail-route-antenna-nets": 0,
  "core-area_sq_mm": 0.00982,
  "cts_tree": "built",
  "irDropWorstVdd_mv": 0.393,
  "ys_cells": 190,
  "crit_path_end_kind": "output port",
  "hold_end": "overflow",
  "syn_to_final_growth_pct": 19.2,
  "htreeDepth": 3,
  "async_flop_share": 0.0986,
  "overflow": 0,
  "top_cell": "edfxtp_1",
  "ys_seq_frac": 0.689,
  "avgSynthCellArea_sq_um": 16.0,
  "cpPeakStageDelay_ns": 0.65,
  "setup_ws_ns": 0.431,
  "critPathArrivalTime_ns": 3.17,
  "finalSetupTns_ns": 0,
  "required_ns": 3.60,
  "r2r_start": "write_pointer[0]",
  "fmax_mhz": 246,
  "antenna_cells": 0,
  "outcome": "complete, no violations",
  "vias": 1734,
  "path_clk_slew_ns": 0.07,
  "grt_max_degree": 16,
  "routabilityCongestion": 0.883,
  "yosys_warnings": 2,
  "hold_buffers": 0,
  "path_class": "reg2out",
  "synthTopCellsByArea": "edfxtp_1, dfrtp_1, ha_1",
  "rrSetupSlack_ns": 2.04,
  "root_buffer": "clkbuf_8",
  "drt_iter0_drc": 65,
  "fp-row-count": 36,
  "ff_type": "edfxtp_1",
  "cts_inserted_buffers": 9,
  "dieArea_sq_mm": 0.0106,
  "cts_resized": 0,
  "hold_viol": 0,
  "drc": 0,
  "die_y_microns": 103,
  "worstPathBufferInverterCount": 1,
  "numPortBuffers": 21,
  "cp_cell_sequence": "ha_1, ha_1, or4_4, or2_1, a31oi_1, clkdlybuf4s50_1",
  "p_per_area_mw_per_mm2": 657,
  "drt-vias-per-instance": 4.84,
  "dp_hpwl_microns": 3990,
  "cp_slowest_cell": "or4_4",
  "leakagePower_nw": 1.21,
  "cp_common_cell": "ha_1",
  "hold_depth": 1
}
-- power breakdown --
group | internal [mW] | switching, mW | total, mW
combinational | 0.488 | 0.482 | 0.970
clock | 0.312 | 0.229 | 0.541
sequential | 0.803 | 0.0692 | 0.872
total | 1.60 | 0.780 | 2.38
-- cells in the final DEF (no fill, tap or decap), types with 2 or more instances in the layout --
| cell | netlist | final |
|---|---|---|
| inv_1 | 7 | 7 |
| bufinv_16 | 0 | 2 |
| clkbuf_1 | 4 | 2 |
| nand3_1 | 2 | 2 |
| o21ai_0 | 2 | 2 |
| edfxtp_1 | 64 | 64 |
| nand2_1 | 4 | 4 |
| dfrtp_1 | 7 | 7 |
| a221oi_1 | 7 | 7 |
| nor2b_1 | 2 | 2 |
| clkdlybuf4s50_1 | 0 | 21 |
| a22o_2 | 8 | 8 |
| a22o_1 | 7 | 7 |
| clkinvlp_4 | 0 | 3 |
| xnor2_1 | 4 | 4 |
| mux2i_1 | 2 | 2 |
| nor3b_1 | 2 | 2 |
| a22oi_1 | 7 | 7 |
| clkbuf_8 | 1 | 9 |
| a31oi_1 | 7 | 7 |
| nor3_1 | 12 | 12 |
| ha_1 | 12 | 12 |
| mux2_2 | 2 | 2 |
| buf_4 | 1 | 10 |
| nor4b_2 | 0 | 3 |
-- worst max path at each step --
stage | end | start | depth (start not counted) | slack, ns
6_report | data_out[5] | read_pointer[0] | 6 | 0.43
5_1_grt | data_out[5] | read_pointer[0] | 6 | 0.30
4_1_cts | data_out[1] | read_pointer[0] | 6 | 0.38
-- kinds of logic after synthesis --
kind of cell	Yosys count	synth area share
buffers and inverters	19	0.0411
AND-OR/OR-AND	47	0.129
AND/OR/NAND/NOR	32	0.0629
flip-flops	71	0.689
XOR/XNOR	5	0.0144
adder cells (fa/ha/maj)	12	0.0493
multiplexers	4	0.0140
-- layer usage --
layer	GRT usage	vias up	wire length, microns
li1	-	824	-
met3	0.0434	6	327
met2	0.208	43	2910
met1	0.184	861	2760
met5	0	-	0
met4	0.0141	0	54
-- final cells by class --
type	count	area (sq um)
fillers	949	6190
repair buffers	31	285
flip-flops and latches	71	2100
multi-input cells	100	841
clock buffers	11	131
well taps	133	166
inverters	7	26.3
clock inverters	5	82.6
-- state kept, by name, indices dropped and copies added, names as in the netlist --
name           flops
fifo_buff         64
read_pointer       3
overflow           1
write_pointer      3
-- metrics by stage --
| step | power [mW] | hold WS, ns | util | area, sq um | std cells |
|---|---|---|---|---|---|
| floorplan | 1.50 | 0.441 | - | 3040 | 190 |
| global placement | 1.87 | 0.491 | 0.348 | 3420 | 342 |
| finish | 2.38 | 0.514 | 0.370 | 3630 | 358 |
| CTS | 2.42 | 0.516 | 0.370 | 3630 | 358 |
| detailed placement | 1.87 | 0.495 | 0.348 | 3420 | 342 |
| global route | 2.54 | 0.524 | 0.370 | 3630 | 358 |
Power figures rest on the tool's default switching activity, not on a simulated workload.
